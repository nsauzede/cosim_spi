$ cat flow/design.v
module dutcosim #(parameter integer SPI_DIV_COEF = 0) (
    input rx,
    output tx,
    input spi_miso,
    output spi_mosi,
    output spi_csn,
    output spi_sck,
    output [7:0] leds,
    input reset,
    input clk
);
    wire [31:0] spi_mosi_data;
    wire [31:0] spi_miso_data;
    wire [4:0] spi_nbits;
    wire spi_request;
    wire spi_ready;
    assign tx = 1;
    sequencer sequencer1 (
        .clk_in(clk),
        .nrst(~reset),
        .spi_mosi_data(spi_mosi_data),
        .spi_miso_data(spi_miso_data),
        .spi_nbits(spi_nbits),
        .spi_request(spi_request),
        .spi_ready(spi_ready),
        .led_out(leds)
    );
    spi_master #(.DIV_COEF(SPI_DIV_COEF)) spi_master1 (
        .clk_in(clk),
        .nrst(~reset),
        .spi_sck(spi_sck),
        .spi_mosi(spi_mosi),
        .spi_miso(spi_miso),
        .spi_csn(spi_csn),
        .mosi_data(spi_mosi_data),
        .miso_data(spi_miso_data),
        .nbits(spi_nbits),
        .request(spi_request),
        .ready(spi_ready)
    );
endmodule
`timescale 1ns / 1ps
module sequencer (
    input wire clk_in,
    input wire nrst,
    output reg [31:0] spi_mosi_data,
    input wire [31:0] spi_miso_data,
    output reg [4:0] spi_nbits,
    output spi_request,
    input  spi_ready,
    output reg [7:0] led_out
);
    localparam
        STATE_Whoami = 4'd0,
        STATE_Whoami_Wait = 4'd1,
        STATE_Init = 4'd2,
        STATE_Init_Wait = 4'd3,
        STATE_Init1 = 4'd4,
        STATE_Init1_Wait = 4'd5,
        STATE_Init2 = 4'd6,
        STATE_Init2_Wait = 4'd7,
        STATE_Read = 4'd8,
        STATE_Read_Wait = 4'd9,
        STATE_LEDout = 4'd10,
        STATE_Halt = 4'd15;
    reg [3:0] state;
    reg spi_requestff = 1'b0;
    assign spi_request = spi_requestff;
    localparam
        DEBUG_0 = 8'hff,
        DEBUG_1 = 8'hfe,
        DEBUG_2 = 8'hfd,
        DEBUG_3 = 8'hfb,
        DEBUG_4 = 8'hf7;
    localparam expected_who_am_i = 8'h33;
    localparam expected_HIZ = 8'hff;
    reg signed [7:0] saved_acc;
    always @(posedge clk_in or negedge nrst) begin
        if (nrst == 1'b0) begin
            led_out <= DEBUG_0;
            state <= STATE_Whoami;
            spi_mosi_data <= 32'b0;
            spi_nbits <= 5'b0;
            spi_requestff <= 1'b0;
            saved_acc <= 8'b0;
        end else begin
            case (state)
                STATE_Whoami: begin
                    led_out <= DEBUG_1;
                    if (~spi_ready) begin
                        state <= STATE_Whoami_Wait;
                    end
                    spi_requestff <= 1'b1;
                    spi_nbits <= 5'd15;
                    spi_mosi_data <= 31'b10001111_00000000;
                end
                STATE_Whoami_Wait: begin
                    if (spi_ready) begin
                        if (spi_miso_data[7:0] != expected_who_am_i) begin
                            state <= STATE_Halt;
                        end else begin
                            state <= STATE_Init;
                        end
                    end
                    spi_requestff <= 1'b0;
                end
                STATE_Init: begin
                    led_out <= DEBUG_2;
                    if (~spi_ready) begin
                        state <= STATE_Init_Wait;
                    end
                    spi_requestff <= 1'b1;
                    spi_nbits <= 5'd15;
                    spi_mosi_data <= 31'b00100000_01110111;
                end
                STATE_Init_Wait: begin
                    if (spi_ready) begin
                        if (spi_miso_data[7:0] != expected_HIZ) begin
                            state <= STATE_Halt;
                        end else begin
                            state <= STATE_Init1;
                        end
                    end
                    spi_requestff <= 1'b0;
                end
                STATE_Init1: begin
                    led_out <= DEBUG_3;
                    if (~spi_ready) begin
                        state <= STATE_Init1_Wait;
                    end
                    spi_requestff <= 1'b1;
                    spi_nbits <= 5'd15;
                    spi_mosi_data <= 31'b00011111_11000000;
                end
                STATE_Init1_Wait: begin
                    if (spi_ready) begin
                        if (spi_miso_data[7:0] != expected_HIZ) begin
                            state <= STATE_Halt;
                        end else begin
                            state <= STATE_Init2;
                        end
                    end
                    spi_requestff <= 1'b0;
                end
                STATE_Init2: begin
                    led_out <= DEBUG_4;
                    if (~spi_ready) begin
                        state <= STATE_Init2_Wait;
                    end
                    spi_requestff <= 1'b1;
                    spi_nbits <= 5'd15;
                    spi_mosi_data <= 31'b00100011_10001000;
                end
                STATE_Init2_Wait: begin
                    if (spi_ready) begin
                        if (spi_miso_data[7:0] != expected_HIZ) begin
                            state <= STATE_Halt;
                        end else begin
                            state <= STATE_Read;
                        end
                    end
                    spi_requestff <= 1'b0;
                end
                STATE_Read: begin
                    if (~spi_ready) begin
                        state <= STATE_Read_Wait;
                    end
                    spi_requestff <= 1'b1;
                    spi_nbits <= 5'd23;
                    spi_mosi_data <= 31'b11101000_00000000_00000000; 
                end
                STATE_Read_Wait: begin
                    if (spi_ready) begin
                        state <= STATE_LEDout;
                        saved_acc <= spi_miso_data[15:8];
                    end
                    spi_requestff <= 1'b0;
                end
                STATE_LEDout: begin
                    state <= STATE_Read;
                    led_out <= 1 << ((saved_acc + 8'Sb1000_0000) >> 5);
                end
                STATE_Halt: begin
                end
            endcase
        end
    end
endmodule
`timescale 1ns / 1ps
module spi_master #( parameter integer DIV_COEF = 0 ) (
    input               clk_in,          
    input               nrst,            
    input               request,         
    input   [4:0]       nbits,           
    input  [31:0]       mosi_data,       
    output [31:0]       miso_data,       
    output              ready,           
    output              spi_csn,         
    output              spi_sck,         
    inout               spi_mosi,        
    input               spi_miso         
);
    localparam PROFILE = "__ __";
    localparam
        STATE_Idle = 0,
        STATE_Run = 1,
        STATE_High = 2,
        STATE_Low = 3,
        STATE_Finish = 4,
        STATE_End = 5,
        STATE_Config = 6;
    reg [2:0] state = STATE_Idle;
    reg csnff = 1;
    reg sckff = 1;
    reg mosiff = 1;
    reg readyff = 0;
    reg [31:0] mosi_reg = 0;
    reg [31:0] miso_reg = 0;
    reg [4:0] nbits_reg = 0;
    reg [4:0] bit_counter = 0;
    reg oe = 1'b0;
    reg rd = 1'b0;
    reg rd_tri = 0;              
    reg spi3w = 0;               
    assign spi_mosi = oe ? mosiff : 1'bz;
    assign ready = readyff;
    assign miso_data = miso_reg;
    assign spi_csn = oe ? csnff : 1'bz;
    assign spi_sck = oe ? sckff : 1'bz;
    localparam div_coef_ = (DIV_COEF == 0) ? 16'd10000 : DIV_COEF - 1;
    reg divider_out = 0;
    reg [15:0] divider = 0;
    reg [15:0] div_coef = div_coef_;
    reg configure = 0;
    always @(posedge clk_in) begin
        if (!nrst || configure) begin
            divider <= 0;
            divider_out <= 0;
            if (nrst && configure) begin
                div_coef <= (nbits == 5'd0) && (mosi_data[31] && mosi_data[23]) ? mosi_data[15:0] : div_coef;
            end
        end else begin
            if (divider <= div_coef) begin
                divider <= divider + 16'd1;
                divider_out <= 0;
            end else begin
                divider <= 0;
                divider_out <= 1;
            end
        end
    end
    always @(posedge clk_in) begin
        if (!nrst) begin
            oe <= 0;
            rd <= 0;
            csnff <= 1;
            sckff <= 1;
            mosiff <= 1;
            readyff <= 0;
            mosi_reg <= 0;
            miso_reg <= 0;
            nbits_reg <= 0;
            bit_counter <= 0;
            state <= STATE_Idle;
        end else begin
            case (state)
                STATE_Idle: begin
                    configure <= 0;
                    csnff <= 1;
                    sckff <= 1;
                    mosiff <= 1;
                    if (request) begin
                        if (nbits == 5'd0) begin
                            configure <= 1;      
                        end else begin
                            oe <= 1;
                            mosi_reg <= mosi_data;
                            nbits_reg <= nbits;
                            bit_counter <= nbits;
                            csnff <= 0;
                            readyff <= 0;
                            state <= STATE_Run;
                        end
                    end
                end
                STATE_Run: begin
                    if (nbits_reg == 5'd31) begin
                        rd <= mosi_reg[31];
                        state <= STATE_High;
                    end else begin
                        mosi_reg <= mosi_reg << 1;
                        nbits_reg <= nbits_reg + 5'd1;
                    end
                end
                STATE_High: if (divider_out) begin
                    sckff <= 0;
                    mosiff <= mosi_reg[31];
                    state <= STATE_Low;
                end
                STATE_Low: if (divider_out) begin
                    sckff <= 1;
                    miso_reg <= {miso_reg[30:0], spi_miso};
                    if (bit_counter == 5'd0) begin
                        state <= STATE_Finish;
                    end else begin
                        bit_counter <= bit_counter - 5'd1;
                        mosi_reg <= mosi_reg << 1;
                        state <= STATE_High;
                    end
                end
                STATE_Finish: if (divider_out) begin
                    csnff <= 1;
                    state <= STATE_End;
                end
                STATE_End: if (divider_out) begin
                    readyff <= 1;
                    rd <= 0;
                    oe <= 0;
                    state <= STATE_Idle;
                end
            endcase
        end
    end
endmodule
$ cat flow/run.sh
#!/bin/bash
# OpenROAD 26Q1-2900-gdf79404cd8, Yosys 0.63+post, stock flow scripts
make -C /OpenROAD-flow-scripts/flow DESIGN_CONFIG=/design/flow/config.mk WORK_HOME=/design/flow/orfs finish
$ cat flow/config.mk
export PLATFORM = sky130hd
export DESIGN_NAME = dutcosim
export DESIGN_NICKNAME = dutcosim
export VERILOG_FILES = /design/flow/design.v
export SDC_FILE = /design/flow/constraint.sdc
export NUM_CORES = 4
export LEC_CHECK = 1
export CORE_UTILIZATION = 30
$ cat flow/constraint.sdc
current_design dutcosim

set clk_period 7.4
set clk_io_pct 0.2

create_clock -name clk0 -period $clk_period [get_ports {clk}]

set non_clock_inputs [all_inputs -no_clocks]
set_input_delay [expr $clk_period * $clk_io_pct] -clock clk0 $non_clock_inputs
set_output_delay [expr $clk_period * $clk_io_pct] -clock clk0 [all_outputs]
==> GITHUB_STEP_SUMMARY <==
## Synthesis and layout report

| Metric | Value |
|---|---|
| Pre-CTS setup slack | `4.35 ns` |
| Dominant flop cell | `dfxtp_1` |
| Initial DRC Count | `284` |
| Antenna fix cells | `0` |
| Die Width | `133 um` |
| RD Place Congestion | `0.817` |
| P_sw | `376 uW` |
| Critical path class | `register to output port` |
| Cell count in the Yosys report | `576` |
| Post-CTS sizing | `0` |
| Pwr Density | `267 nW/um^2` |
| Port Buffers | `13` |
| Maximum clock frequency | `349 MHz` |
| Antenna violations before repair | `0` |
| Final setup fails | `0` |
| Clk root buf | `clkbuf_16` |
| Rows | `47` |
| Vias per Instance | `4.97` |
| Total CTS buffers | `17` |
| RSZ-0062 raised after global routing | `no` |
| Clk sinks | `119` |
| Synthesized instance count | `576` |
| Internal power | `1.23 mW` |
| Top-count cell post-synth | `dfxtp_1` |
| Worst vdd ir | `146 uV` |
| DP Area | `5430 um^2` |
| Sequential share of power | `42.9%` |
| FP Util | `31.0%` |
| CP max-delay cell | `dfstp_2` |
| Global-route wire length before repair | `18.1 mm` |
| Worst-path maximum fanout | `2` |
| Hold path startpoint | `spi_master1.miso_reg[11]` |
| Synth Warn # | `5` |
| Worst Tran Pin Value | `0.856 ns` |
| Insertion Delay late pin | `0.40 ns` |
| Final Critical Period | `2.87 ns` |
| Outcome | `finished clean` |
| Post-CTS setup buffer count | `0` |
| CTS tree | `built` |
| Syn avg cell area | `9.00 um^2` |
| H-tree depth | `4` |
| Total wire length | `10.7 mm` |
| Die height | `133 um` |
| Synth async-reset ratio | `30.3%` |
| # DRC | `0` |
| Gr ovfl total | `0` |
| Worst setup EP type | `output port` |
| Global-route usage over all layers | `12.6%` |
| Sw frac | `23.4%` |
| Setup ws final | `4.53 ns` |
| DIE AREA | `17800 um^2` |
| Post-synth EDFFs | `1` |
| Final hold vios | `0` |
| OpenROAD warnings | `27` |
| Core area | `16700 um^2` |
| Vias in the first global route | `3732` |
| Final period utilization | `38.7%` |
| Total number of vias | `4008` |
| Normalized max-slew margin | `42.9%` |
| CP Cell Sequence | `clkdlybuf4s50_1` |
| Cell type with the largest total area | `dfxtp_1` |
| Slew Limit Fails | `0` |
| Setup TNS | `0 ns` |
| CTS clk-pin slew, worst paths | `0.05 ns` |
| Layout cells sized above 1 | `10.8%` |
| Part of the power in the clock network | `48.1%` |
| Hold_buf cts | `0` |
| Flops after synth | `119` |
| DRT Pass-1 Iters | `5` |
| Maxcap violations | `0` |
| Max FFs per register | `32` |
| Static Leak | `2.28 nW` |
| Setup crit start kind | `register` |
| Crit path max-delay family | `flip-flops` |
| Placed wire-length estimate | `6.72 mm` |
| Final setup skew | `0.00710 ns` |
| Crit-path max cell delay | `0.53 ns` |
| CTS Buffer Depth | `2` |
| Worst path bufs/invs | `1` |
| Synth Seq Share | `49.9%` |
| Yosys stat area | `5180 um^2` |
| Worst r2r src | `spi_master1.nbits_reg[0]` |
| Largest net degree at the start of global routing | `59` |
| Total Power | `1.60 mW` |
| Gate power share | `9.0%` |
| CP Data Arrival Time | `1.39 ns` |
| Hold Path Class | `register to register` |
| Remaining antenna violation count | `0` |
| Fillers | `1615` |
| Area share, top type | `31.7%` |
| CP required | `5.92 ns` |
| Area Overhead vs Synth | `15.6%` |
| Cell area after synthesis | `5180 um^2` |
| WL/cell | `13.3 um` |
| Layout Cell Area excl Fill | `5990 um^2` |
| Worst setup path startpoint | `sequencer1.led_out[1]` |
| Synth top area cells | `dfxtp_1, dfrtp_1, nand2_1, dfstp_2, nor2_1` |
| Synth cell count leaders | `dfxtp_1, nand2_1, nor2_1` |
| I/O pin count | `16` |
| Unique cell types | `70` |
-- layout make-up --
cell class / count / area, um^2 / area share (%)
Multi-Input combinational cell: 383 / 2280 / 38.0
Tap cell: 220 / 275 / 4.59
Clock inverter: 4 / 45.0 / 0.752
Clock buffer: 25 / 515 / 8.60
Sequential cell: 119 / 2580 / 43.1
Timing Repair Buffer: 17 / 155 / 2.59
Inverter: 38 / 143 / 2.38
-- cells by family (layout without fill, tap and decap cells) --
group           count (synthesis)  after routing  synth area share (%)
fa+ha+maj                       5              5                  1.21
simple gates                  211            211                  19.2
buf+inv                        75             84                  6.30
other cells                     2              3                 0.145
mux                            10             10                  2.10
xor+xnor                       11             11                  1.86
flops                         119            119                  49.9
compound gates                143            143                  19.3
-- power groups by stage --
stage | sequential [mW] | combinational [mW] | clock [mW]
after CTS | 0.688 | 0.144 | 0.783
after global routing | 0.691 | 0.160 | 0.810
final | 0.688 | 0.144 | 0.771
-- worst paths after layout --
kind	depth (start not counted)	to	slack [ns]
worst min register to register	2	spi_master1.miso_reg[12]	0.45
worst max register to register	7	spi_master1.mosi_reg[19]	4.71
worst max-delay path	1	leds[1]	4.53
min in group asynchronous	4	sequencer1.spi_nbits[3]	1.64
worst min-delay path	2	spi_master1.miso_reg[12]	0.45
max in group asynchronous	4	sequencer1.spi_mosi_data[15]	5.32
-- through the flow --
stage | hold WS (ns) | utilization [%] | instances
2_1_floorplan | 0.415 | - | 577
5_1_grt | 0.462 | 35.9 | 806
3_5_place_dp | 0.439 | 32.5 | 777
4_1_cts | 0.449 | 35.9 | 806
3_3_place_gp | 0.437 | 32.5 | 777
6_report | 0.450 | 35.9 | 806
-- metal layers --
metal	track usage [%]	vias to the layer above	part of all wire (%)
met5	0	-	0
met4	1.58	0	0.76
met3	2.53	4	3.7
met2	19.5	66	46
met1	19.1	1904	50
li1	-	2034	-
-- cell usage in the layout (no fill, tap or decap), types with 4 or more instances in the layout --
cell type / count
or3_1: 4
nand4_1: 4
xnor2_1: 10
o21ai_0: 15
nand2_1: 77
nor4_1: 7
ha_1: 5
o31ai_1: 7
a21oi_1: 38
clkdlybuf4s50_1: 12
a21o_1: 7
o22ai_1: 9
clkbuf_16: 17
dfrtp_1: 27
nor3_1: 17
clkbuf_8: 6
mux2_2: 7
a211oi_1: 13
dfstp_2: 9
nor2_1: 58
inv_1: 37
and2_1: 4
o32ai_1: 5
or4_1: 4
a221oi_1: 12
dfxtp_1: 82
a31oi_1: 5
buf_4: 4
nand3_1: 10
Power figures rest on the tool's default switching activity, not on a simulated workload.
