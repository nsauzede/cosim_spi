$ cat ./config.mk
export PLATFORM = sky130hd
export DESIGN_NAME = lis3dh_stub
export DESIGN_NICKNAME = lis3dh_stub
export VERILOG_FILES = /design/flow/design.v
export SDC_FILE = /design/flow/constraint.sdc
export NUM_CORES = 4
export LEC_CHECK = 1
export CORE_AREA = 10 10 101 101
export DIE_AREA = 0 0 111 111
$ cat ./constraint.sdc
current_design lis3dh_stub

set clk_period 3.6
set clk_io_pct 0.2

create_clock -name clk0 -period $clk_period [get_ports {clk}]

set non_clock_inputs [all_inputs -no_clocks]
set_input_delay [expr $clk_period * $clk_io_pct] -clock clk0 $non_clock_inputs
set_output_delay [expr $clk_period * $clk_io_pct] -clock clk0 [all_outputs]
$ cat ./design.v
`timescale 1ns / 1ps
module lis3dh_stub (
    input               clk,                     
    input [15:0]        out_x_resp,
    output              out_x_l_flag,
    input               csn,                     
    input               sck,                     
    inout               mosi,                    
    output              miso                     
);
    localparam PROFILE = "__ __";
    localparam
        IDLE = 0,
        RECEIVING = 1,
        PROCESSING = 2,
        RESPONDING = 3;
    reg [1:0] state = IDLE;
    reg [7:0] shift_reg = 8'b0;    
    reg [7:0] response = 8'b0;     
    wire [15:0] out_x_resp_ = out_x_resp;
    reg [3:0] bit_count = 4'b0;    
    reg sck_d;           
    reg csn_d;           
    reg misoff = 1'b1;
    reg out_x_l_flagff = 1'b0;
    reg rd = 1'b0;
    reg oe = 1'b0;
    reg spi3w_flag = 1'b0;       
    reg spi3w = 1'b0;            
    assign miso = state == IDLE ? 1'bz : misoff;
    assign out_x_l_flag = ~csn ? out_x_l_flagff : 1'b0;
    always @(posedge clk) begin
        sck_d <= sck;
        csn_d <= csn;
        case (state)
            IDLE: begin
                bit_count <= 0;
                shift_reg <= 8'b0;
                oe <= 0;
                rd <= 0;
                misoff <= 1'b1;
                out_x_l_flagff <= 1'b0;
                if (!csn & !sck) begin
                    rd <= bit_count == 4'b0 ? mosi : rd;
                    state <= RECEIVING;
                end
            end
            RECEIVING: begin
                if (sck && !sck_d) begin  
                    shift_reg <= {shift_reg[6:0], mosi};
                    bit_count <= bit_count + 1;
                    if (bit_count == 7) begin
                        state <= PROCESSING;
                    end
                end
            end
            PROCESSING: begin
                if (shift_reg[5:0] == 6'h0F) begin  
                    response <= 8'h33;  
                end else if (shift_reg[5:0] == 6'h28) begin  
                    response <= out_x_resp_[7:0];
                    out_x_l_flagff <= 1'b1;
                end else begin
                    response <= 8'h00;  
                end
                state <= RESPONDING;
                bit_count <= 0;
            end
            RESPONDING: begin
                if (csn) begin
                    state <= IDLE;
                    if (out_x_l_flagff) begin
                    end
                    out_x_l_flagff <= 1'b0;
                end else if (!sck && sck_d) begin  
                    misoff <= response[7];
                    response <= {response[6:0], 1'b0};
                    bit_count <= bit_count + 1;
                    if (bit_count == 7) begin
                        if (out_x_l_flag) begin
                            response <= out_x_resp_[15:8];
                        end else begin
                            response <= 8'h00;  
                        end
                    end
                end
            end
        endcase
    end
endmodule
$ cat ./run.sh
#!/bin/bash
# OpenROAD 26Q1-2900-gdf79404cd8, Yosys 0.63+post, stock flow scripts
make -C /OpenROAD-flow-scripts/flow DESIGN_CONFIG=/design/flow/config.mk WORK_HOME=/design/flow/orfs finish
==> commit_impl_results.txt <==
Refresh implementation metrics

- Yosys-reported design area after synthesis: 0.00126 mm^2
* H-tree levels: 1
- For this run, the number of Yosys warnings is 2.
- Half-perimeter wire length of the detailed placement result: 2160 um
- Per the gpl log, the routability congestion estimate is 0.754.
- The number of placed instances, taps included, is 230.
- The average instance in the mapped netlist occupies 11.6 um^2.
* Buffers inserted by post-CTS timing repair: 0
- Yosys mapped a number of flops with a built-in enable equal to 22.
- Per the synth stats, the proportion of register bits with asynchronous set or reset is 0%.
* Floorplan die height: 111 um
* Run Error: [ERROR RSZ-0074] Failed to build tree from global routes for pin 'mosi' and net 'mosi' at grid (3450, 72450): found route to 2 pins, expected 1
* Main flop type after synthesis: sky130_fd_sc_hd__edfxtp_1
- Post-synth design cell area: 0.00126 mm^2
- Number of distinct library cell variants in the gate-level netlist after synthesis: 33
* IO Pins: 22
- In the Yosys report, the sequential cells make up 54.1% of the chip area.
- Clock root buffer master: sky130_fd_sc_hd__clkbuf_8
* Endpoints left unconstrained: 1
* Port-buffer cells: 20
- Entering global routing, the biggest net connects 14 pins.
- Clock Path Buffers: 2
- Registers, synthesis: 23
- Cts hold-fix bufs: 0
- Initial core utilization: 15.5%
* Row count: 33
- Result of the run: stopped before the end
* Resize count post-CTS: 0
- CTS Sinks: 23
* Cell count after synthesis: 108
- According to the floorplan report, the die width is 111 um.
- Halt point of the flow: global routing
- Cell total in the yosys stat output: 108
* Clock buffer count from CTS: 3
==> through the flow <==
step,area (um^2),setup slack (ns)
2_1_floorplan,1260,1.81
3_3_place_gp,1570,0.786
3_5_place_dp,1570,0.770
4_1_cts,1620,0.765
==> cell usage after synthesis, drive strengths merged, types with 3 or more instances <==
master,instances,share of area [%]
o21ai,3,1.2
a21oi,4,1.9
nand3,8,3.2
a32oi,3,2.1
mux2i,4,3.2
edfxtp,22,53
and2,6,3.1
nor2,5,1.5
nand2,13,4.1
o22ai,4,2.0
and3b,5,3.5
ha,6,6.0
inv,5,1.5
==> kinds of logic after synthesis <==
family	count (synthesis)	share of synthesized area, %
xor+xnor	2	1.39
buf+inv	9	3.48
mux	4	3.18
fa+ha+maj	6	5.97
simple gates	47	22.5
compound gates	17	9.35
flops	23	54.1
