==> flow/design.v <==
module adder(input logic [3:0] a, b, output logic [4:0] sum);
  assign sum = a + b;
endmodule
module inst(input bit clk, input logic [3:0] x, y, output logic [4:0] z);
  adder add1(.a(x), .b(y), .sum(z));
endmodule
==> flow/run.sh <==
#!/bin/bash
# OpenROAD 26Q1-2900-gdf79404cd8, Yosys 0.63+post, stock flow scripts
make -C /OpenROAD-flow-scripts/flow DESIGN_CONFIG=/design/flow/config.mk WORK_HOME=/design/flow/orfs finish
==> flow/config.mk <==
export PLATFORM = sky130hd
export DESIGN_NAME = inst
export DESIGN_NICKNAME = inst
export VERILOG_FILES = /design/flow/design.v
export SDC_FILE = /design/flow/constraint.sdc
export NUM_CORES = 4
export LEC_CHECK = 1
export CORE_AREA = 10 10 70 70
export DIE_AREA = 0 0 80 80
==> flow/constraint.sdc <==
current_design inst

set clk_period 2.4
set clk_io_pct 0.2

create_clock -name clk0 -period $clk_period

set non_clock_inputs [all_inputs -no_clocks]
set_input_delay [expr $clk_period * $clk_io_pct] -clock clk0 $non_clock_inputs
set_output_delay [expr $clk_period * $clk_io_pct] -clock clk0 [all_outputs]
==> results_dict.tcl <==
# implementation run metrics
set metrics [dict create \
    status "finished, final reports clean" \
    drv_cap 0 \
    num_vias 144 \
    p_per_area_nw_per_um2 169 \
    grt.total_usage_pct 1.53 \
    die_h_um 80 \
    p_seq_share_pct 0 \
    drt-total-wl_um 507 \
    stdcell_area_um2 332 \
    finalPower_mw 0.0561 \
    swShare_pct 31.4 \
    yosys_cells 16 \
    whs_ps 1630 \
    hold_viol_final 0 \
    hold_class "input pin to primary output" \
    cp-end-kind "primary output" \
    core_um2 3420 \
    fin_crit_sh_pct 94.9 \
    worstSetupPathType "input pin to primary output" \
    route.detailed.drc 0 \
    globalRouteOverflowTotal 0 \
    p_int_mw 0.0384 \
    start_kind "input pin" \
    crit_slowest_cell "clkdlybuf4s50_1" \
    grt_pass1_vias 145 \
    warnings 33 \
    ant_nets 0 \
    yosys.area_share.aoi_pct 15.6 \
    ff_count 0 \
    routabilityCongestion 0.756 \
    fillers 404 \
    yosys.area.top_type "ha_1" \
    pre_cts_slack_ps -406 \
    ir_drop_mv 0.0253 \
    fp-row-count 21 \
    dp.cells 75 \
    ys_sh_adder_pct 51.4 \
    top_area_share_pct 36.7 \
    crit_fanout 3 \
    diodes 0 \
    syn2layout_area_growth_pct 143 \
    topCellsByArea "ha_1 37%, fa_1 15%, xnor2_1 13%" \
    pwr-share-clk_pct 0 \
    detail_route.wl_per_cell_um 6.67 \
    grt_max_degree 4 \
    grt_pass1_wl_um 765 \
    worst_pin_slew_ps 119 \
    xor_area_share_pct 12.8 \
    yosys_warnings 0 \
    simple_gate_area_share_pct 9.17 \
    maxSlewViolCount 0 \
    leakagePower_nw 0.149 \
    grt_antenna_before_repair 0 \
    synth.distinct_cells 9 \
    max_slew_margin_pct 92.0 \
    ys_chip_area_um2 136 \
    ios 14 \
    io_buffers 13 \
    routed_via_density 1.89 \
    setup_viol 0 \
    combPwrFrac_pct 100.0 \
    drt_iter0_markers 0 \
    fin_util_pct 9.71 \
    setup_tns_ps 0 \
    period_minus_slack_ps 2280 \
    die_width_um 80 \
    ys_top_logic_family "adder cells" \
    fmax_mhz 439 \
    avgSynthCellArea_um2 8.52 \
    clkbuf_count 0 \
    fp_util_pct 3.99 \
    cts_hold_buf 0 \
    cp.required_ps 1920 \
    stdcell_count 76 \
    slowest_delay_ps 410 \
    syn_area_um2 136 \
    switchingPower_mw 0.0176 \
    ys_sh_mux_pct 0 \
    rsz0062_at_grt "false" \
    hpwlAfterDp_um 476 \
    worstPathCellList "clkdlybuf4s50_1, ha_1, nor2b_1, o21ai_1, nand2b_1, dlygate4sd2_1" \
    regArea_um2 0 \
    synth_seq_share_pct 0 \
    drt_pass1_iterations 1 \
    cp.arrival_ps 1800 \
    common_cells "4 x ha_1, 4 x inv_1, 2 x xnor2_1" \
    dieArea_um2 6400 \
    drive_above_1_share_pct 20.0 \
    postSynthCellCount 16 \
    fin_ws_ps 121 \
    place_area_um2 324 \
]
==> power by group through the flow <==
stage     logic, mW  registers, mW  clock network (mW)
6_report     0.0561              0                   0
5_1_grt      0.0654              0                   0
4_1_cts      0.0567              0                   0
==> worst paths after layout <==
| path | start | endpoint | slack, ps | cells past startpoint |
|---|---|---|---|---|
| setup / recovery | y[2] | z[4] | 120 | 6 |
| hold / removal | x[1] | z[1] | 1630 | 5 |
==> per-layer routing <==
layer	part of all wire, %	track usage, %	vias up	wire (µm)
li1	-	-	81	-
met4	0	0	0	0
met2	26	2.01	11	132
met5	0	0	-	0
met3	22	1.25	0	112
met1	52	1.99	52	262
==> area by class of cell <==
class                      count  area [µm²]  share of cell area, %
inverter                       4        15.0                   4.53
timing repair buffer          14         133                   40.0
multi-input combinational     12         126                   38.1
tap                           46        57.6                   17.4
==> repair_timing <==
action	CTS	global route
pin swaps	3	2
gates resized	12	2
gates cloned	0	0
endpoints found under the setup margin	4	1
buffers inserted	0	1
==> worst max-delay path, delay by kind of cell <==
| family | cells | cell delay, ps |
|---|---|---|
| compound gates | 1 | 130 |
| buf+inv | 2 | 640 |
| fa+ha+maj | 1 | 340 |
| simple gates | 2 | 210 |
==> cells by family after synthesis <==
family                     count (synthesis)
AOI/OAI and AO/OA                          3
buffers and inverters                      4
adders and majority gates                  5
and+or+nand+nor                            2
xor gates and xnor gates                   2
==> cell usage in the layout (no fill, tap or decap) <==
cell type / instances
inv_1: 2
dlymetal6s2s_1: 1
o21ai_1: 1
dlygate4sd2_1: 6
clkdlybuf4s15_1: 1
nand2b_1: 1
fa_2: 1
xnor2_1: 2
a21o_1: 1
clkdlybuf4s50_1: 5
a21oi_2: 1
ha_1: 3
buf_4: 1
ha_2: 1
nor2b_1: 1
inv_2: 2
Power figures rest on the tool's default switching activity, not on a simulated workload.
